<file path="flow/design.v">
`timescale 1ns/1ns
module yapp_dut(clk,reset,
                in_data,in_data_vld,in_suspend,
                data_0,data_vld_0,suspend_0,
                data_1,data_vld_1,suspend_1,
                data_2,data_vld_2,suspend_2,
                hdata_in,hdata_out,haddr,hen,hw_rd,
                error);
  input clk,reset,in_data_vld;
  input [8-1:0] in_data;
  input suspend_0,suspend_1,suspend_2;
  input [8-1:0] hdata_in;
  input [8-1:0] haddr;
  input hen,hw_rd;
  output reg in_suspend;
  output reg [7:0] data_0,data_1,data_2;
  output reg data_vld_0,data_vld_1,data_vld_2;
  output reg error;
  output reg [7:0] hdata_out;
  reg [7:0] data_0r,data_1r,data_2r;
  reg [7:0] H,Hr;
  reg [2:0] cs,ns;
  reg [7:0] MAXPKTSIZE,MAXPKTSIZE_r,ROUTER_EN,ROUTER_EN_r;
  always@(posedge clk or negedge reset)
    begin
      if(!reset)
        begin
        MAXPKTSIZE_r <= 0;
        ROUTER_EN_r <= 0;
      end
    else
      begin
      MAXPKTSIZE_r <= MAXPKTSIZE;
      ROUTER_EN_r <= ROUTER_EN;
      end 
    end
  always@(posedge clk or negedge reset)
    begin
    if(!reset)
      error <= 0;
    else if(MAXPKTSIZE >= (cs == 1 && Hr[7:2]))  
       error <= 1;
     else if (cs == 0)
       error <= 0;
     end
    always@*
      begin
        MAXPKTSIZE = MAXPKTSIZE_r;
        ROUTER_EN  = ROUTER_EN_r;
        if(hen && hw_rd && haddr == 0)
         MAXPKTSIZE = hdata_in;
       else if(hen && hw_rd && haddr == 1)
         ROUTER_EN = hdata_in;
       else if(hen && !hw_rd && haddr == 0)
         hdata_out = MAXPKTSIZE_r;
       else if(hen && !hw_rd && haddr == 1)
         hdata_out = ROUTER_EN_r;
      end
  always@(posedge clk or negedge reset)
    begin
      if(!reset)
        begin
          cs <= 0;
          Hr <= 0;
          data_0r <= 'h0;
          data_1r <= 'h0;
          data_2r <= 'h0;
        end
      else
        begin
          cs <= ns;
          Hr <= H;
          data_0r <= data_0;
          data_1r <= data_1;
          data_2r <= data_2;
        end
      end
    always@*
      begin
        ns = cs;
        in_suspend = 0;
        H = Hr;
        data_0 = data_0r;
        data_1 = data_1r;
        data_2 = data_2r;
        if(ROUTER_EN_r)begin
        case(cs)
          0: begin 
            data_vld_0 = 0;
            data_vld_1 = 0;
            data_vld_2 = 0;
            if(in_data_vld)
              begin
              H = in_data;
              ns = 1;
              end
            end
          1: begin
            case(H[1:0])
              0: begin
                data_0 = in_data; 
                data_vld_0 = in_data_vld;
                in_suspend = suspend_0;
                if(~in_data_vld)
                  ns = 2;
              end
              1: begin
                data_1 = in_data;
                data_vld_1 = in_data_vld;
                in_suspend = suspend_1;
                if(~in_data_vld)
                  ns = 2;
              end
              2: begin
                data_2 = in_data;
                data_vld_2 = in_data_vld;
                in_suspend = suspend_2;
                if(~in_data_vld)
                  ns = 2;
              end
              3: begin
                data_vld_0 = 0;
                data_vld_1 = 0;
                data_vld_2 = 0;
                if(~in_data_vld)
                  ns = 2;
              end
            endcase
          end
            2: begin
          case(H[1:0])
              0: begin
                data_0 = in_data;
                ns = 0;
              end
              1: begin
                data_1 = in_data;
                ns = 0;
              end
              2: begin
                data_2 = in_data;
                ns = 0;
              end
              3: ns = 0;
            endcase
          end
        endcase
      end      
      end
endmodule     
</file>
<file path="flow/run.sh">
#!/bin/bash
# OpenROAD 26Q1-2900-gdf79404cd8, Yosys 0.63+post, stock flow scripts
make -C /OpenROAD-flow-scripts/flow DESIGN_CONFIG=/design/flow/config.mk WORK_HOME=/design/flow/orfs finish
</file>
<file path="flow/config.mk">
export PLATFORM = sky130hd
export DESIGN_NAME = yapp_dut
export DESIGN_NICKNAME = yapp_dut
export VERILOG_FILES = /design/flow/design.v
export SDC_FILE = /design/flow/constraint.sdc
export NUM_CORES = 4
export LEC_CHECK = 1
export CORE_UTILIZATION = 30
</file>
<file path="flow/constraint.sdc">
current_design yapp_dut

set clk_period 3.8
set clk_io_pct 0.2

create_clock -name clk0 -period $clk_period [get_ports {clk}]

set non_clock_inputs [all_inputs -no_clocks]
set_input_delay [expr $clk_period * $clk_io_pct] -clock clk0 $non_clock_inputs
set_output_delay [expr $clk_period * $clk_io_pct] -clock clk0 [all_outputs]
</file>
==> impl_metrics.xml <==
<?xml version="1.0" encoding="UTF-8"?>
<metrics>
  <group name="status">
    <metric name="run_status" unit="">finished clean</metric>
  </group>
  <group name="sta">
    <metric name="clock_skew" unit="ns">0.00381</metric>
    <metric name="totalNegativeSetupSlack" unit="ns">0</metric>
    <metric name="final_hold_viol_count" unit="">0</metric>
    <metric name="postLayoutSetupSlackWorst" unit="ns">0.388</metric>
    <metric name="finalClockPeriodUsage" unit="%">89.8</metric>
    <metric name="timing.final.max_slew_violations" unit="">0</metric>
    <metric name="fmax" unit="MHz">293</metric>
    <metric name="setup_violators_final" unit="">0</metric>
    <metric name="timing_worst_slew_pin_value" unit="ns">0.662</metric>
    <metric name="fin_worst_hold_slack" unit="ns">0.499</metric>
    <metric name="untimed_endpoints" unit="">22</metric>
    <metric name="timing.final.crit_period" unit="ns">3.41</metric>
    <metric name="rsz0062_at_grt" unit="">no</metric>
    <metric name="unclocked_pins" unit="">11</metric>
    <metric name="relSlewSlack" unit="%">55.9</metric>
  </group>
  <group name="power_and_ir_drop">
    <metric name="total_switching_power" unit="mW">0.458</metric>
    <metric name="pwr_total" unit="mW">1.81</metric>
    <metric name="pwr-share-comb" unit="%">37.4</metric>
    <metric name="vdd_drop_max" unit="mV">0.283</metric>
    <metric name="p_clk_share" unit="%">17.9</metric>
    <metric name="pwr_density_cell" unit="nW/µm²">513</metric>
    <metric name="share_seq_of_total_power" unit="%">44.7</metric>
    <metric name="power_report.internal_total" unit="mW">1.35</metric>
    <metric name="proportion_of_total_power_due_to_net_switching" unit="%">25.4</metric>
    <metric name="static-leakage-power" unit="nW">1.63</metric>
  </group>
  <group name="clocking">
    <metric name="clock-root-buffer" unit="">sky130_fd_sc_hd__clkbuf_8</metric>
    <metric name="clock_path_buffers" unit="">2</metric>
    <metric name="cts.repair.resized" unit="">0</metric>
    <metric name="clkLatencyLatePin" unit="ns">0.30</metric>
    <metric name="clock_tree.htree_level_count" unit="">2</metric>
    <metric name="cts_buffers" unit="">5</metric>
    <metric name="cts_setup_buffers" unit="">0</metric>
    <metric name="clk_transition_reported_paths" unit="ns">0.09</metric>
    <metric name="tritoncts_clock_tree" unit="">yes</metric>
    <metric name="holdBufCountCts" unit="">0</metric>
  </group>
  <group name="floorplanning">
    <metric name="die_w" unit="µm">96.3</metric>
    <metric name="rows" unit="">34</metric>
    <metric name="die_h" unit="µm">96.3</metric>
    <metric name="io_pins" unit="">69</metric>
    <metric name="fp_util" unit="%">30.7</metric>
    <metric name="placeableCoreArea" unit="µm²">8680</metric>
    <metric name="die_area" unit="µm²">9270</metric>
  </group>
  <group name="yosys">
    <metric name="synth.cell_area" unit="µm²">2670</metric>
    <metric name="netlist.top_cell.by_area" unit="">sky130_fd_sc_hd__dfrtp_1</metric>
    <metric name="netlist_instances" unit="">181</metric>
    <metric name="synth.yosys.chip_area" unit="µm²">2670</metric>
    <metric name="netlist-cell-type-count" unit="">31</metric>
    <metric name="topCellsByArea" unit="">sky130_fd_sc_hd__dfrtp_1, sky130_fd_sc_hd__mux2_2, sky130_fd_sc_hd__mux2_4</metric>
    <metric name="ys_warn_count" unit="">1</metric>
    <metric name="synthesis.area_per_instance" unit="µm²">14.7</metric>
    <metric name="synth.ff_latch_count" unit="">63</metric>
    <metric name="synth_stat.cells" unit="">181</metric>
    <metric name="synthDominantCellAreaShare" unit="%">47.8</metric>
    <metric name="synth_async_sr_flop_share" unit="%">82.5</metric>
    <metric name="edf_count" unit="">0</metric>
    <metric name="synth_top_flop_cell" unit="">sky130_fd_sc_hd__dfrtp_1</metric>
  </group>
  <group name="worst_hold_path">
    <metric name="worst_hold_path_depth" unit="">1</metric>
    <metric name="worst_hold_path_type" unit="">flip-flop to flip-flop</metric>
    <metric name="holdCritStartpoint" unit="">data_1r[1]</metric>
    <metric name="min_delay_worst_endpoint" unit="">data_1r[1]</metric>
  </group>
  <group name="flow_run">
    <metric name="warning_count" unit="">29</metric>
    <metric name="drv_cap" unit="">0</metric>
  </group>
  <group name="cells_and_area">
    <metric name="layout-drive-gt1-share" unit="%">29.8</metric>
    <metric name="final_standard_cell_area_without_fillers" unit="µm²">3520</metric>
    <metric name="most_frequent_logic_cell_in_the_layout" unit="">sky130_fd_sc_hd__clkdlybuf4s50_1</metric>
    <metric name="layout_top_cells_excl_fill_tap" unit="">sky130_fd_sc_hd__clkdlybuf4s50_1, sky130_fd_sc_hd__dfrtp_1, sky130_fd_sc_hd__mux2_2</metric>
    <metric name="area.growth.synth_to_final" unit="%">32.0</metric>
  </group>
  <group name="critical_path">
    <metric name="crit_chain" unit="">nor4_1, nand2_1, and3_2, mux2_2, clkdlybuf4s50_1</metric>
    <metric name="worst-endpoint-arrival" unit="ns">2.65</metric>
    <metric name="rr_endpoint" unit="">data_2r[3]</metric>
    <metric name="worst-path-buf-inv" unit="">1</metric>
    <metric name="timing.critical_path.max_delay_family" unit="">simple AND/OR/NAND/NOR gates</metric>
    <metric name="reg2regPathDepth" unit="">4</metric>
    <metric name="cp-end-kind" unit="">output port</metric>
    <metric name="required" unit="ns">3.04</metric>
    <metric name="slowest_stage" unit="">sky130_fd_sc_hd__nor4_1</metric>
    <metric name="crit_fanout" unit="">12</metric>
    <metric name="timing.critical_path.slowest_cell_delay" unit="ns">0.49</metric>
    <metric name="r2r_start" unit="">ROUTER_EN_r[6]</metric>
    <metric name="timing.reg2reg.setup_slack" unit="ns">1.75</metric>
    <metric name="critical_path.startpoint_type" unit="">flip-flop</metric>
    <metric name="criticalPathCategory" unit="">flip-flop to output port</metric>
  </group>
  <group name="drt">
    <metric name="wirelength" unit="µm">5110</metric>
    <metric name="dr.pass1.iters" unit="">4</metric>
    <metric name="route.detailed.wl_per_inst" unit="µm">14.2</metric>
    <metric name="num_antenna_cells" unit="">0</metric>
    <metric name="route.detailed.drc" unit="">0</metric>
    <metric name="drt_iter0_drc" unit="">94</metric>
    <metric name="routed_via_density" unit="">4.55</metric>
    <metric name="vias" unit="">1637</metric>
    <metric name="antenna_left" unit="">0</metric>
  </group>
  <group name="global_route">
    <metric name="globalRoute.totalOverflow" unit="">0</metric>
    <metric name="grt_pass1_wl" unit="µm">8340</metric>
    <metric name="grt_start_max_net_pins" unit="">53</metric>
    <metric name="grt_antenna_before_repair" unit="">0</metric>
    <metric name="first_global_vias" unit="">1668</metric>
    <metric name="grt_util_all_layers" unit="%">12.1</metric>
  </group>
  <group name="place">
    <metric name="place.gp.congestion" unit="">0.754</metric>
    <metric name="preCtsSetupSlack" unit="ns">0.748</metric>
    <metric name="place.port_buffers" unit="">68</metric>
    <metric name="detailed_place.area" unit="µm²">3430</metric>
    <metric name="place_hpwl" unit="µm">3650</metric>
  </group>
</metrics>
## through the flow
step	std cells	util [%]
floorplan	181	-
CTS	360	40.6
finish	360	40.6
global placement	352	39.5
detailed placement	352	39.5
global route	360	40.6
## state kept, by name, indices dropped and copies added, names as in the netlist
name and flops:
ROUTER_EN_r 8, error 1, MAXPKTSIZE_r 8, data_1r 8, data_2r 8, data_0r 8, Hr 8, data_vld_1 1
data_vld_2 1, cs 3, data_vld_0 1, hdata_out 8
## worst max-delay path by stage
stage      endpoint  cells after the start  slack, ns           start
4_1_cts   data_2[3]                      5       0.39  ROUTER_EN_r[6]
5_1_grt   data_2[2]                      5       0.22  ROUTER_EN_r[6]
6_report  data_2[3]                      5       0.39  ROUTER_EN_r[6]
## cell type report
cell class / count / area [µm²]
Inverter: 3 / 11.3
Tap cell: 108 / 135
Sequential cell: 63 / 1470
Clock buffer: 8 / 90.1
Multi-Input combinational cell: 109 / 1130
Timing Repair Buffer: 69 / 683
Fill cell: 838 / 5160
## synthesized netlist by cell type (all sizes together), types with 2 or more instances
| master | n |
|---|---|
| mux2 | 56 |
| dfrtp | 51 |
| dlxtn | 11 |
| nand2 | 8 |
| buf | 6 |
| ha | 6 |
| and3 | 5 |
| nor4 | 5 |
| o21ai | 4 |
| or4 | 4 |
| inv | 3 |
| nand4b | 3 |
| nor2 | 3 |
| nand2b | 2 |
| nor2b | 2 |
| or2 | 2 |
## cell families (layout without fill, tap and decap cells)
| family | count (synthesis) | after routing | share of synthesized area [%] |
|---|---|---|---|
| flip-flops | 52 | 52 | 48.8 |
| AND-OR/OR-AND | 8 | 8 | 2.02 |
| buffers and inverters | 9 | 80 | 2.49 |
| latches | 11 | 11 | 6.19 |
| AND/OR/NAND/NOR | 38 | 38 | 10.3 |
| multiplexers | 57 | 57 | 27.4 |
| adder cells (fa/ha/maj) | 6 | 6 | 2.81 |
## routing by layer
metal	track usage [%]	wire (µm)
met2	16.3	2060
met5	0	0
met1	20.1	2530
met4	0.980	29
met3	4.10	490
## power groups by stage
stage     Sequential (mW)  Combinational, mW  Clock (mW)
4_1_cts             0.810              0.686       0.332
5_1_grt             0.829              0.744       0.361
6_report            0.807              0.675       0.324
No activity file was given, so power comes from the tool's default toggle rates.
